==> design.v <==
`timescale 1ns / 1ps
module signal_control(hwy, cntry, X, clock, clear);
output reg [1:0] hwy, cntry;     
input X;                     
input clock, clear;
parameter RED = 2'd0, YELLOW = 2'd1, GREEN = 2'd2;
parameter S0 = 3'd0,    
          S1 = 3'd1,    
          S2 = 3'd2,    
          S3 = 3'd3,    
          S4 = 3'd4;    
reg [2:0] state;
reg [2:0] next_state;
initial
    begin
        state = S0;
        next_state = S0;
        hwy = GREEN;
        cntry = RED;
    end
    always @(posedge clock) 
        if(clear)
            state <= S0;
        else
            state <= next_state;
    always @(state)
    begin
        case(state)
            S0: begin
                    hwy = GREEN;
                    cntry = RED;
                end
            S1: begin
                    hwy = YELLOW;
                    cntry = RED;
                end
            S2: begin
                    hwy = RED;
                    cntry = RED;
                end 
            S3: begin
                    hwy = RED;
                    cntry = GREEN;
                end 
            S4: begin
                    hwy = RED;
                    cntry = YELLOW;
                end
        endcase
    end
    always @(state or X)
    begin
        case (state)
            S0: if(X)
                    next_state = S1;
                else
                    next_state = S0;
            S1: begin  
                    repeat(3) next_state = S1;
                    next_state = S2;
                end
            S2: begin  
                    repeat(2) next_state = S2;
                    next_state = S3;
                end
            S3: if(X) 
                    next_state = S3;
                else
                    next_state = S4;
            S4: begin  
                    repeat (3) next_state = S4; 
                    next_state = S0;
                end
            default: next_state = S0;
        endcase
     end
endmodule
==> run.sh <==
#!/bin/bash
# OpenROAD 26Q1-2900-gdf79404cd8, Yosys 0.63+post, stock flow scripts
make -C /OpenROAD-flow-scripts/flow DESIGN_CONFIG=/design/flow/config.mk WORK_HOME=/design/flow/orfs finish
==> config.mk <==
export PLATFORM = sky130hd
export DESIGN_NAME = signal_control
export DESIGN_NICKNAME = signal_control
export VERILOG_FILES = /design/flow/design.v
export SDC_FILE = /design/flow/constraint.sdc
export NUM_CORES = 4
export LEC_CHECK = 1
export CORE_AREA = 10 10 70 70
export DIE_AREA = 0 0 80 80
==> constraint.sdc <==
current_design signal_control

set clk_period 1.1
set clk_io_pct 0.2

create_clock -name clk0 -period $clk_period [get_ports {clock}]

set non_clock_inputs [all_inputs -no_clocks]
set_input_delay [expr $clk_period * $clk_io_pct] -clock clk0 $non_clock_inputs
set_output_delay [expr $clk_period * $clk_io_pct] -clock clk0 [all_outputs]
==> run summary <==
The following summarizes the physical implementation.

Critical path
The worst stage delay on the critical path is 370 ps. Looking at the setup timing report, the critical path kind is flop to flop. In this run the critical path is formed by inv_2 > maj3_2 > nor3b_1. The critical path maximum fanout is 3.

The signal arrival time at the worst endpoint is 1090 ps. The startpoint type of the worst setup path is a flop. STA classifies the critical path endpoint as a flop. The worst setup slack for register-to-register paths is 120 ps. At the worst endpoint, the required time is 1210 ps. The slowest stage cell on the critical path is sky130_fd_sc_hd__dfxtp_1.

Detailed routing
The post-route DRC violation count is 0. The violation tally recorded at the end of detailed-routing iteration 0 is 10. The final wirelength is 440 microns. In the routed layout, each cell is associated on average with a via count of 2.14. Per the detail_route report, the via count comes to 165. The first-pass iteration count of the detailed router is 2. Per the post-route antenna check, the number of violating nets is 0. The average wire length per cell after detail routing is 5.71 microns. The repair_antennas step left the layout with diodes totalling 0.

Clocking
In this run, post-CTS repair resized a total of 0 instances. The clock network latency to the later pin of the worst-skew pair is 230 ps. The root cell of the clock tree is sky130_fd_sc_hd__clkbuf_4. The number of H-tree branching levels is 1. The total clock buffers created by CTS is 3. Per the post-CTS timing run, clock transition at the registers of the reported paths is 30 ps. The post-CTS setup-driven buffer insertion count is 0.

The clock passes through at most 2 buffers. TritonCTS built the clock tree. The number of hold buffers added after CTS is 0.

Final timing
The worst pin sits at a relative slew slack of 0.836. Per the finish-stage timing summary, setup violations number 0. The critical path in the final layout is reported with a setup slack of 119 ps. At the pin with the least slew margin, the transition time is 246 ps. 8 endpoints have no timing constraint.

The tightest hold margin is 571 ps. For reference, the final report shows the hold violation count at 0. Post-route period utilization is reported as 0.892.

Setup repair after global routing left no endpoint under its margin. Counting I/O delays and the setup requirement, the final critical path takes 981 ps. The worst clock skew is 1.71 ps.

The max-slew violation count is 0. The number of register pins that no clock reaches is 4. For this run, the top clock speed supported by timing is 1.02 GHz.

Run
Across all stage logs, warnings added up to 25. The tool flagged a number of max-cap violations equal to 0.

Final layout
Leaving out fill and tap cells, the most frequent cells in the layout are 6 x sky130_fd_sc_hd__clkdlybuf4s50_1, 4 x sky130_fd_sc_hd__dlxtn_1, 3 x sky130_fd_sc_hd__clkbuf_4, 3 x sky130_fd_sc_hd__dfxtp_1. The fraction of layout instances using a drive strength above 1 is 0.226. The most common logic cell in the final layout is sky130_fd_sc_hd__clkdlybuf4s50_1. The number of filler instances in the final layout is 398. The layout overhead on the synthesized area is 73.3%. The core utilization of the finished layout is 0.105.

Die
The number of top-level pins is 7. The die is 80 microns wide. According to the floorplan log, the row count is 21. The floorplan utilization is 0.0604. The height of the die is 80 microns. In this run the full chip footprint comes out at 0.00640 sq mm.

The placeable core region is 0.00342 sq mm.

Placed design
Prior to clock tree synthesis, the placed netlist has a worst setup slack of -121 ps. The buffer_ports step reported a buffer count of 6. The sum of net half-perimeters after detailed placement is 353 microns. The last weighted congestion value of the routability-driven placer is 0.707.

Synth
The share of synthesized area in the top cell type comes to 0.291. In this run the cell area of the synthesized design comes to 206 sq um. Counting the warning lines in the Yosys log gives 1.

The dominant cell type by area after synthesis is sky130_fd_sc_hd__dlxtn_1. The area figure in the yosys stat output is 206 sq um. The gate count of the mapped netlist is 20. The number of distinct library cells after synthesis is 13. After synthesis, the mean cell area works out to 10.3 sq um. Synthesis inferred 7 register bits. For reference, the top cells by area after synthesis are sky130_fd_sc_hd__dlxtn_1 29%, sky130_fd_sc_hd__dfxtp_1 29%, sky130_fd_sc_hd__nor3b_1 7.3%, sky130_fd_sc_hd__nor3b_2 6.1%, sky130_fd_sc_hd__maj3_2 5.5%. The number of cells in Yosys stat is 20.

GRT
The number of global-route vias before repair came to 149. The initial antenna violation count is 0. The first global-routing pass estimated 614 microns of wire. Recorded from the global router log, the overflow total was 0. Overall routing resource usage recorded by global route was 0.0128.

The largest net degree at the start of global routing is 8.

Power
Per the power-grid run, VDD falls by no more than 0.124 mV. The leakage power is 0.000125 uW. The power after layout is 359 uW. The areal power density over the cells is 1000 mW/mm^2.

Min path
The type of the worst min-delay path is flop to flop.

Run status
The run finished with clean final reports.
## routing by layer
layer / track usage / vias to the layer above / part of all wire
li1: - / 89 / -
met1: 0.0140 / 70 / 0.41
met2: 0.0152 / 6 / 0.40
met3: 0.0136 / 0 / 0.19
met4: 0.00528 / 0 / 0
met5: 0 / - / 0
## cell usage after synthesis
library cell,number
sky130_fd_sc_hd__maj3_2,1
sky130_fd_sc_hd__dfxtp_1,3
sky130_fd_sc_hd__dlxtn_1,4
sky130_fd_sc_hd__nor3_1,1
sky130_fd_sc_hd__nor3b_1,2
sky130_fd_sc_hd__nand2_1,1
sky130_fd_sc_hd__and2_1,1
sky130_fd_sc_hd__nor2_1,2
sky130_fd_sc_hd__xor2_1,1
sky130_fd_sc_hd__nor3b_2,1
sky130_fd_sc_hd__inv_2,1
sky130_fd_sc_hd__nor4_1,1
sky130_fd_sc_hd__nor2b_1,1
## state kept, by name (all words and copies together), names as in the netlist
register  flops
hwy           2
cntry         2
state         3
## cell families (layout without fill, tap and decap cells)
logic type / after synthesis / count (layout) / share of synthesized area
DFF: 3 / 3 / 0.291
xor gates and xnor gates: 1 / 1 / 0.0424
latches: 4 / 4 / 0.291
buffers and inverters: 1 / 12 / 0.0182
and+or+nand+nor: 10 / 10 / 0.303
adders and majority gates: 1 / 1 / 0.0545
## final timing paths
kind                            startpoint       end  depth (start not counted)
worst min-delay path              state[2]  state[0]                          1
worst min register to register    state[2]  state[0]                          1
worst max-delay path              state[0]  state[0]                          3
worst max register to register    state[0]  state[0]                          3
## stage by stage
step	cell area, sq um	setup TNS (ps)	std cells
after floorplan	206	0	20
after global placement	332	-138	73
after detailed placement	332	-155	73
final	358	0	77
after global routing	358	0	77
after CTS	358	0	77
## final cells by class
| cell class | instances | area, sq um | share of cell area |
|---|---|---|---|
| Sequential cell | 7 | 120 | 0.336 |
| Multi-Input combinational cell | 12 | 82.6 | 0.231 |
| Timing Repair Buffer | 7 | 67.6 | 0.189 |
| Tap cell | 46 | 57.6 | 0.161 |
| Clock buffer | 4 | 26.3 | 0.0734 |
| Inverter | 1 | 3.75 | 0.0105 |
## power breakdown
| group | switching [uW] | leakage (uW) | internal (uW) |
|---|---|---|---|
| Sequential | 8.69 | 0.0000560 | 120 |
| Clock | 52.8 | 0.0000150 | 136 |
| Combinational | 17.9 | 0.0000540 | 23.7 |
| Total | 79.5 | 0.000125 | 280 |
## critical path, delay by kind of cell (launching register included)
kind          cells  cell delay [ps]
fa+ha+maj         1              290
flops             1              370
buf+inv           1               70
simple gates      1              130
Power and IR drop assume default switching activity.
